==> flow/design.v <==
module top (clock, start, BestDist, motionX, motionY, AddressR, AddressS1, AddressS2, R, S1, S2, completed);
	input clock;
	input start;
	output [7:0] BestDist;
	output [3:0] motionX, motionY;
	output completed;
	wire clock;
	wire start;
	wire [7:0] BestDist;
	wire [3:0] motionX, motionY;
	input [7:0] R, S1, S2;
	output [7:0] AddressR;
	output [9:0] AddressS1, AddressS2;
	wire [15:0] S1S2mux, newDist, PEready;
	wire CompStart;
	wire [3:0] VectorX, VectorY;
	wire [127:0] Accumulate;
	wire [7:0] Rpipe;
	control ctl_u(clock, start, S1S2mux, newDist, CompStart, PEready, VectorX, VectorY, AddressR, AddressS1, AddressS2, completed);
	PEtotal pe_u(clock, R, S1, S2, S1S2mux, newDist, Accumulate);
	Comparator comp_u(clock, CompStart, Accumulate, PEready, VectorX, VectorY, BestDist, motionX, motionY);
endmodule
module PE (clock, R, S1, S2, S1S2mux, newDist, Accumulate, Rpipe);
	input clock;
	input [7:0] R, S1, S2;  
	input S1S2mux, newDist;  
	output [7:0] Accumulate, Rpipe;
	reg [7:0] Accumulate, AccumulateIn, difference, difference_temp, Rpipe;
	reg Carry;
	always @(posedge clock) Rpipe <= R;
	always @(posedge clock) Accumulate <= AccumulateIn;
	always @(R or S1 or S2 or S1S2mux or newDist or Accumulate)
	    begin 
		difference = R -(S1S2mux? S1:S2);
		difference_temp = - difference;
		if (difference<0) 
		 begin
			 difference = difference_temp;  
		 end
		{Carry,AccumulateIn} = Accumulate + difference;
		if (Carry == 1) AccumulateIn = 8'hFF;  
		if (newDist == 1) AccumulateIn = difference;
	    end
endmodule
module PEend (clock, R, S1, S2, S1S2mux, newDist, Accumulate);
	input clock;
	input [7:0] R, S1, S2;  
	input S1S2mux, newDist;  
	output [7:0] Accumulate;
	reg [7:0] Accumulate, AccumulateIn, difference, difference_temp;
	reg Carry;
	always @(posedge clock) Accumulate <= AccumulateIn;
	always @(R or S1 or S2 or S1S2mux or newDist or Accumulate)
	    begin 
		difference = R -(S1S2mux? S1:S2);
		difference_temp = - difference;
		if (difference<0) 
		 begin
			 difference = difference_temp;  
		 end
		{Carry,AccumulateIn} = Accumulate + difference;
		if (Carry == 1) AccumulateIn = 8'hFF;  
		if (newDist == 1) AccumulateIn = difference;
	    end
endmodule
module control (clock, start, S1S2mux, newDist, CompStart, PEready, VectorX, VectorY, AddressR, AddressS1, AddressS2, completed);
	input clock;
	input start;  
	output [15:0] S1S2mux, newDist, PEready;
	output CompStart;
	output [3:0] VectorX, VectorY;
	output [7:0] AddressR;
	output [9:0] AddressS1, AddressS2;
	output reg completed;
	parameter count_complete = 16*(16*16) + 15;  
	reg [15:0] S1S2mux, newDist, PEready;
	reg CompStart;
	reg [3:0] VectorX, VectorY;
	reg [7:0] AddressR;
	reg [9:0] AddressS1, AddressS2;
	reg  [12:0] count, count_temp;
	integer i;
	reg [11:0]  temp;
	always @ (posedge clock)
	  begin
		  if (start == 0) count <= 12'b0;
		  else if (completed == 0) count <= count_temp;
	  end
	always @ (count)
	    begin
	      count_temp = count + 1'b1;
	      for (i=0; i<16; i= i+1)
		begin
		   newDist[i] = (count[7:0] == i);	
		   PEready[i] = (newDist[i] && !(count < 256));	
		   S1S2mux[i] = (count[3:0] >= i);
		   CompStart  = (!(count < 256));
		end
		AddressR = count[7:0];
		AddressS1 = (count[11:8] + count[7:4])*32 + count[3:0];
		temp = count[11:0]-16;
		AddressS2 = (temp[11:8] + temp[7:4])*32 + temp[3:0] + 16;
		VectorX = count[3:0] - 8; 
		VectorY = count[11:8] - 9;
		completed = (count[12:0] == count_complete);  
	    end
endmodule
module Comparator (clock, CompStart, PEout, PEready, vectorX, vectorY, BestDist, motionX, motionY);
	input clock;
	input CompStart;  
	input [8*16-1:0] PEout;  
	input [15:0] PEready;  
	input [3:0] vectorX, vectorY;  
	output [7:0] BestDist;  
	output [3:0] motionX, motionY;  
	reg [7:0] BestDist, newDist;
	reg [3:0] motionX, motionY;
	reg newBest;
	integer n;
	always @ (posedge clock)
	  if (CompStart == 0) BestDist <= 8'hFF;  
	  else if (newBest == 1)
	    begin
	      BestDist <= newDist;
	      motionX <= vectorX;
	      motionY <= vectorY;
	    end
	always @ (BestDist or PEout or PEready or CompStart)
	  begin
	    newDist = 8'hFF;
	    for (n = 0; n <= 15; n = n+1)
		begin
		      if (PEready[n] == 1) 
			case (n) 
			  4'b0000: newDist = PEout[7:0];
			  4'b0001: newDist = PEout[15:8]; 
			  4'b0010: newDist = PEout[23:16]; 
			  4'b0011: newDist = PEout[31:24];
			  4'b0100: newDist = PEout[39:32]; 
			  4'b0101: newDist = PEout[47:40]; 
			  4'b0110: newDist = PEout[55:48]; 
			  4'b0111: newDist = PEout[63:56]; 
			  4'b1000: newDist = PEout[71:64]; 
			  4'b1001: newDist = PEout[79:72]; 
			  4'b1010: newDist = PEout[87:80]; 
			  4'b1011: newDist = PEout[95:88]; 
			  4'b1100: newDist = PEout[103:96]; 
			  4'b1101: newDist = PEout[111:104]; 
			  4'b1110: newDist = PEout[119:112]; 
			  4'b1111: newDist = PEout[127:120];
			  default: newDist = 8'hFF;  
			endcase
	     end
	    if ((|PEready == 0) || (CompStart == 0)) newBest = 0;  
	    else if (newDist < BestDist) newBest = 1;
	    else newBest = 0;
	  end
endmodule
module PEtotal (clock, R, S1, S2, S1S2mux, newDist, Accumulate);
	input clock;
	input [7:0] R, S1, S2;  
	input [15:0] S1S2mux, newDist;  
	output [127:0] Accumulate;
	wire [7:0] Rpipe0, Rpipe1, Rpipe2, Rpipe3, Rpipe4, Rpipe5, Rpipe6, Rpipe7, Rpipe8, Rpipe9, Rpipe10, Rpipe11, Rpipe12, Rpipe13, Rpipe14;
	PE pe0 (clock, R, S1, S2, S1S2mux[0], newDist[0], Accumulate[7:0], Rpipe0);
	PE pe1 (clock, Rpipe0, S1, S2, S1S2mux[1], newDist[1], Accumulate[15:8], Rpipe1);
	PE pe2 (clock, Rpipe1, S1, S2, S1S2mux[2], newDist[2], Accumulate[23:16], Rpipe2);
	PE pe3 (clock, Rpipe2, S1, S2, S1S2mux[3], newDist[3], Accumulate[31:24], Rpipe3);
	PE pe4 (clock, Rpipe3, S1, S2, S1S2mux[4], newDist[4], Accumulate[39:32], Rpipe4);
	PE pe5 (clock, Rpipe4, S1, S2, S1S2mux[5], newDist[5], Accumulate[47:40], Rpipe5);
	PE pe6 (clock, Rpipe5, S1, S2, S1S2mux[6], newDist[6], Accumulate[55:48], Rpipe6);
	PE pe7 (clock, Rpipe6, S1, S2, S1S2mux[7], newDist[7], Accumulate[63:56], Rpipe7);
	PE pe8 (clock, Rpipe7, S1, S2, S1S2mux[8], newDist[8], Accumulate[71:64], Rpipe8);
	PE pe9 (clock, Rpipe8, S1, S2, S1S2mux[9], newDist[9], Accumulate[79:72], Rpipe9);
	PE pe10 (clock, Rpipe9, S1, S2, S1S2mux[10], newDist[10], Accumulate[87:80], Rpipe10);
	PE pe11 (clock, Rpipe10, S1, S2, S1S2mux[11], newDist[11], Accumulate[95:88], Rpipe11);
	PE pe12 (clock, Rpipe11, S1, S2, S1S2mux[12], newDist[12], Accumulate[103:96], Rpipe12);
	PE pe13 (clock, Rpipe12, S1, S2, S1S2mux[13], newDist[13], Accumulate[111:104], Rpipe13);
	PE pe14 (clock, Rpipe13, S1, S2, S1S2mux[14], newDist[14], Accumulate[119:112], Rpipe14);
	PEend pe15 (clock, Rpipe14, S1, S2, S1S2mux[15], newDist[15], Accumulate[127:120]);
endmodule
module ROM_R (clock, AddressR, R);
	input clock;
	input [7:0] AddressR;
	output [7:0] R;
	reg [7:0] R;
	reg [7:0] Rmem[0:255];
	always @(*) R = Rmem[AddressR];
endmodule
module ROM_S (clock, AddressS1, AddressS2, S1, S2);
	input clock;
	input	[9:0]	AddressS1, AddressS2;
	output	[7:0]	S1, S2;
	reg	[7:0]	S1, S2;
	reg	[7:0]	Smem[0:1023];
	always @(*) 
	 begin
		S1 = Smem[AddressS1];
		S2 = Smem[AddressS2];
	 end
endmodule
==> flow/run.sh <==
#!/bin/bash
# OpenROAD 26Q1-2900-gdf79404cd8, Yosys 0.63+post, stock flow scripts
make -C /OpenROAD-flow-scripts/flow DESIGN_CONFIG=/design/flow/config.mk WORK_HOME=/design/flow/orfs finish
==> flow/config.mk <==
export PLATFORM = sky130hd
export DESIGN_NAME = top
export DESIGN_NICKNAME = top
export VERILOG_FILES = /design/flow/design.v
export SDC_FILE = /design/flow/constraint.sdc
export NUM_CORES = 4
export LEC_CHECK = 1
export CORE_UTILIZATION = 50
==> flow/constraint.sdc <==
current_design top

set clk_period 10.7
set clk_io_pct 0.2

create_clock -name clk0 -period $clk_period [get_ports {clock}]

set non_clock_inputs [all_inputs -no_clocks]
set_input_delay [expr $clk_period * $clk_io_pct] -clock clk0 $non_clock_inputs
set_output_delay [expr $clk_period * $clk_io_pct] -clock clk0 [all_outputs]
==> results.json <==
{
  "drive_gt1_share_pct": 5.86,
  "hold_viol": 0,
  "yosysWarningCount": 4,
  "leakage_nw": 9.70,
  "gr-usage-met1_pct": 44.5,
  "rows": 72,
  "synthTopCellsByArea": "dfxtp_1 (27%), ha_1 (17%), xnor2_1 (7.2%), a21oi_1 (4.7%), o22a_1 (4.5%)",
  "hold_path.class": "reg2reg",
  "ys_async_sr_fraction_pct": 0,
  "warning_count": 30,
  "netlist_instances": 2244,
  "ys_ff": 277,
  "finClkSkew_ns": 0.0190,
  "initCoreUtil_pct": 51.0,
  "period_minus_slack_ns": 6.24,
  "cts_setup_buffers": 0,
  "setup_tns_ns": 0,
  "grt.busiest_layer": "met2",
  "grt_pass1_vias": 15800,
  "avgSynthCellArea_um2": 8.84,
  "status": "complete, no violations",
  "critPathArrivalTime_ns": 4.10,
  "synthFlopType": "dfxtp_1",
  "largest_register": "ctl_u.count",
  "worstHoldPathCells": 0,
  "crit_required_ns": 8.56,
  "relSlewSlack_pct": 41.5,
  "core_area_um2": 38900,
  "power_mw": 5.18,
  "io_pins": 71,
  "reg2regPathDepth": 16,
  "die_h_um": 201,
  "io_buffer_count": 68,
  "grt-ovfl-total": 0,
  "gp_congestion": 0.963,
  "yosysChipArea_um2": 19800,
  "via_count": 16400,
  "final_util_pct": 57.2,
  "yosysUniqueCellTypes": 77,
  "largest_reg_flops": 13,
  "cts_tree": "built",
  "dr.pass1.iters": 6,
  "crit_fanout": 29,
  "post-dp-hpwl_um": 45700,
  "avgRoutedWirePerCell_um": 21.3,
  "ir_worst_vdd_uv": 182,
  "drc": 0,
  "use_met3_pct": 6.13,
  "setup_violations": 0,
  "yosys_cells": 2244,
  "cts-root-buf": "clkbuf_16",
  "h-tree-depth": 2,
  "drt-initial-drc-count": 868,
  "die_area_um2": 40500,
  "grt_pass1_wl_um": 92900,
  "clock-sinks": 277,
  "insertion_delay_ns": 0.55,
  "path_class": "reg2out",
  "antenna_left": 0,
  "clk_path_buf_depth": 3,
  "slew_violations": 0,
  "finalCritPeriodShare_pct": 58.3,
  "synth_area_um2": 19800,
  "max_freq_mhz": 160,
  "critPathLaunchType": "flop",
  "cts_hold_buf": 0,
  "edf_count": 8,
  "ys_seq_share_pct": 28.4,
  "yosysTopAreaCell": "dfxtp_1",
  "maxCapViolCount": 0,
  "lay_top_count": "dfxtp_1",
  "via_per_inst": 5.77,
  "post_cts_resize_count": 0,
  "grt_start_max_net_pins": 31,
  "tightest_slew_ns": 0.876,
  "antenna_found_initial": 1,
  "rsz0062_at_grt": "no",
  "syn_to_final_growth_pct": 12.1,
  "drt-total-wl_um": 60500,
  "p_per_area_nw_per_um2": 233,
  "clkTransAtPathRegs_ns": 0.06,
  "crit_path_end_kind": "output pin",
  "placed_cells": 2776,
  "met2_usage_pct": 48.0,
  "yosysTopAreaCellShare_pct": 27.1,
  "die_x_um": 201,
  "grt_usage_pct": 31.2,
  "numCtsBuffers": 35,
  "stdcell_count": 2839,
  "final_cell_mix": "dfxtp_1 (269), ha_1 (263), nor2_1 (205)"
}
[cells by family after synthesis]
kind of cell             Yosys count  share of synthesized area, %
AND-OR/OR-AND                    624                          21.2
XOR/XNOR                         211                          9.32
adder cells (fa/ha/maj)          297                          20.0
buffers and inverters            249                          5.13
flip-flops                       277                          28.4
multiplexers                      60                          3.17
other                              2                        0.0379
AND/OR/NAND/NOR                  524                          12.7
[worst max-delay path: stages (launching register included)]
cell,delay (ns)
dfxtp_1,0.51
buf_4,0.29
ha_1,0.17
buf_4,0.35
and4bb_2,0.47
nand2_1,0.49
or2_2,0.55
inv_1,0.19
clkdlybuf4s50_1,0.52
[final timing paths]
kind	from	to	slack, ns
min	pe_u.pe0.Rpipe[6]	pe_u.pe1.Rpipe[6]	0.35
max	ctl_u.count[1]	completed	4.46
max reg2reg	ctl_u.count[1]	comp_u.BestDist[1]	4.93
min reg2reg	pe_u.pe0.Rpipe[6]	pe_u.pe1.Rpipe[6]	0.35
[area by class of cell]
cell class              count  area (um^2)
fillers                  3380        16700
diodes                      1         2.50
repair buffers            107          973
clock inverters             9          124
clock buffers              53         1090
multi-input cells        1718        13200
inverters                 156          586
flip-flops and latches    277         5630
well taps                 518          648
[metrics by stage]
stage	instance area, um^2	hold slack (ns)	worst slack [ns]
after global placement	21000	0.339	4.61
after CTS	22200	0.351	4.46
final	22200	0.348	4.46
after detailed placement	21000	0.337	4.57
after floorplan	19800	0.331	5.72
after global routing	22200	0.358	4.34
[synthesized netlist by cell type, drive strengths merged, types with 6 or more instances]
cell and n:
dfxtp 269, ha 263, nor2 207, a21oi 186, xnor2 162, inv 156
o22a 101, o21ai 95, nand2 89, nor2b 71, a21o 62, clkbuf 60
nor3 51, xor2 49, mux2i 37, fa 34, buf 33, nand3 26
mux2 23, a211oi 22, o21bai 22, a21boi 18, o21a 18, nand2b 17
a2bb2oi 13, or3 13, and2 10, o41a 10, o221ai 9, a31oi 8
edfxtp 8, or2 8, a22oi 7, a221oi 6, nand4 6, o211ai 6
o41ai 6
[per-layer routing]
metal / routed length (um) / part of all wire (%)
met5: 0 / 0
met4: 2730 / 4.5
met1: 27300 / 45
met2: 26600 / 44
met3: 3910 / 6.5
[power breakdown]
group,internal [mW],switching (mW),total [mW]
combinational,1.22,1.26,2.48
sequential,1.27,0.186,1.45
clock,0.773,0.475,1.25
